[flow/run.sh]
#!/bin/bash
# OpenROAD 26Q1-2900-gdf79404cd8, Yosys 0.63+post, stock flow scripts
make -C /OpenROAD-flow-scripts/flow DESIGN_CONFIG=/design/flow/config.mk WORK_HOME=/design/flow/orfs finish
[flow/config.mk]
export PLATFORM = sky130hd
export DESIGN_NAME = SEG_D_verilog
export DESIGN_NICKNAME = SEG_D_verilog
export VERILOG_FILES = /design/flow/design.v
export SDC_FILE = /design/flow/constraint.sdc
export NUM_CORES = 4
export LEC_CHECK = 1
export CORE_AREA = 10 10 111 111
export DIE_AREA = 0 0 121 121
[flow/constraint.sdc]
current_design SEG_D_verilog

set clk_period 4.2
set clk_io_pct 0.2

create_clock -name clk0 -period $clk_period [get_ports {clk}]

set non_clock_inputs [all_inputs -no_clocks]
set_input_delay [expr $clk_period * $clk_io_pct] -clock clk0 $non_clock_inputs
set_output_delay [expr $clk_period * $clk_io_pct] -clock clk0 [all_outputs]
[flow/design.v]
module SEG_D_verilog (
	input clk,rst_n,
	input [15:0] data,  
	output reg [7:0] seg,  
	output reg [4:1] dig  
);  
	reg [3:0] dataout_buf;  
	reg [1:0] disp_dat;  
	reg [16:0] delay_cnt;  
	always@(posedge clk,negedge rst_n) begin   
		if(!rst_n) delay_cnt <= 16'd0;  
		else if(delay_cnt == 16'd50000)  
		  delay_cnt <= 16'd0;  
		else delay_cnt<= delay_cnt + 1'b1;  
	end   
	always@(posedge clk,negedge rst_n) begin   
		if(!rst_n) disp_dat <= 2'd0;  
		else if (delay_cnt == 16'd50000)  
		 disp_dat <= disp_dat + 1'b1;  
		else disp_dat <= disp_dat;  
	end  	
	always@(disp_dat) begin   
		case(disp_dat)  
			2'b00: dig = 4'b1110;  
			2'b01: dig = 4'b1101;  
			2'b10: dig = 4'b1011;  
			2'b11: dig = 4'b0111;	 
			default dig = 4'b1111; 
		endcase   	  
	end  
	always@(dataout_buf, dig)	begin 
		case(dataout_buf) 			
			4'h0 : seg[6:0] = 7'b1000000;  
			4'h1 : seg[6:0] = 7'b1111001;  
			4'h2 : seg[6:0] = 7'b0100100;  
			4'h3 : seg[6:0] = 7'b0110000;  
			4'h4 : seg[6:0] = 7'b0011001;  
			4'h5 : seg[6:0] = 7'b0010010;  
			4'h6 : seg[6:0] = 7'b0000010;  
			4'h7 : seg[6:0] = 7'b1111000;  
			4'h8 : seg[6:0] = 7'b0000000;  
			4'h9 : seg[6:0] = 7'b0010000;  
			default : seg[6:0] = 7'b1000000; 
		endcase 	
		if (dig == 4'b1101)  
			seg[7] = 1'b0;  
		else seg[7] = 1'b1;  
	end
	always@(dig, data) begin
		case(dig)
			4'b1110:  dataout_buf = data[7] ? 4'h5 : 4'h0;		  			
			4'b1101: begin  
				if (data[15]) dataout_buf = 4'd0;  
				else
					if (data[14:8] >= 10 && data[14:8] < 20) dataout_buf = data[14:8] - 7'd10;
					else if	(data[14:8] >= 20 && data[14:8] < 30) dataout_buf = data[14:8] - 7'd20;
					else if	(data[14:8] >= 30 && data[15:8] < 40) dataout_buf = data[14:8] - 7'd30;
					else if	(data[14:8] >= 40 && data[15:8] < 50) dataout_buf = data[14:8] - 7'd40;
					else if	(data[14:8] >= 50 && data[15:8] < 60) dataout_buf = data[14:8] - 7'd50;
					else if	(data[14:8] >= 60 && data[15:8] < 70) dataout_buf = data[14:8] - 7'd60;
					else if	(data[14:8] >= 70 && data[15:8] < 80) dataout_buf = data[14:8] - 7'd70;
					else if	(data[14:8] >= 80 && data[15:8] < 90) dataout_buf = data[14:8] - 7'd80;
					else if	(data[14:8] >= 90 && data[15:8] < 100) dataout_buf = data[14:8] - 7'd90;
					else if	(data[14:8] >= 100 && data[15:8] < 110) dataout_buf = data[14:8] - 7'd100;
					else if	(data[14:8] >= 110 && data[15:8] < 120) dataout_buf = data[14:8] - 7'd110;
					else if	(data[14:8] >= 120) dataout_buf = data[14:8] - 7'd120;
					else dataout_buf = data[11:8];  
			end
			4'b1011: begin  
				if (data[15]) dataout_buf = 4'd0;  
				else
					if (data[14:8] >= 10 && data[14:8] < 20) dataout_buf = 4'h1;
					else if	(data[14:8] >= 20 && data[14:8] < 30) dataout_buf = 4'h2;
					else if	(data[14:8] >= 30 && data[14:8] < 40) dataout_buf = 4'h3;
					else if	(data[14:8] >= 40 && data[14:8] < 50) dataout_buf = 4'h4;
					else if	(data[14:8] >= 50 && data[14:8] < 60) dataout_buf = 4'h5;
					else if	(data[14:8] >= 60 && data[14:8] < 70) dataout_buf = 4'h6;
					else if	(data[14:8] >= 70 && data[14:8] < 80) dataout_buf = 4'h7;
					else if	(data[14:8] >= 80 && data[14:8] < 90) dataout_buf = 4'h8;
					else if	(data[14:8] >= 90 && data[14:8] < 100) dataout_buf = 4'h9;
					else if	(data[14:8] >= 110 && data[14:8] < 120) dataout_buf = 4'h1;
					else if	(data[14:8] >= 120) dataout_buf <= 4'h2;
					else dataout_buf <= 4'b0; 
			end 
			4'b0111: begin  
				if (data[15]) dataout_buf = 4'd0;  
				else dataout_buf = (data[14:8] >= 100) ? 4'h1 : 4'h0;	
			end	
			default : dataout_buf = 4'b0;   
		endcase   
	end 
endmodule   
==> summary.txt <==
The layout was made with Yosys and OpenROAD.

The iteration count recorded for the first detailed-route pass is 4. The share of total power dissipated in the clock network is 0.242. The layout stage reports a final design area of 0.00380 mm². After detailed placement, the total cell area comes to 0.00316 mm². Once detail routing completed, the nets flagged for antenna violations numbered 0. The worst-path cell with the longest stage delay is sky130_fd_sc_hd__or4_4. The smallest setup slack after layout is -95.4 ps. Per the post-place timing report, worst setup slack is -1080 ps.

The number of hold violations in the final report is 0. In the routed netlist, the antenna diode instances number 0. The gate-level netlist out of Yosys references between 60 and 70 unique cell types. Traced cell by cell, the critical path runs through buf_8, ha_4, or3b_4, a2111oi_4, or2_4, o22ai_4, or4_4, a31oi_4, inv_2, ha_2, mux2_4, o22ai_2, buf_2. The total length of routed met2 wires is 3.29 mm.

The detailed placement HPWL is around 5.4 mm. The proportion of synthesized chip area in sequential cells is 0.212. The share of total power in sequential cells is 0.358. The CTS clock-pin slew for the worst setup and hold paths is 70 ps. The measured slew at the worst slew-check pin is 799 ps. Along the worst hold path, the cell count comes to 1. For this run, the slowest stage of the critical path takes roughly 500 ps. Per the final layout report, the fraction of cells sized above drive strength 1 comes to 0.469.

The final-layout setup total negative slack is -358 ps. After detailed routing, the total wire length is approximately 7.4 mm. Summing every instance area after synthesis gives 0.00224 mm². Post-route period utilization is reported as 1.02. Per the GRT congestion report, total overflow comes to 0. The required time at the endpoint of the critical path is 3360 ps. The count of port buffers added during placement is 22. By instance count after routing, the leading logic cell type is sky130_fd_sc_hd__buf_4.

The total clock buffers created by CTS is 3. The number of rows in the core area is 36. In this run the horizontal extent of the chip is 121 µm.

In the per-layer breakdown of the detailed-route log, met1 shows around 3.7 mm. The number of DRC violations after detailed routing is 0. The endpoint of the worst-slack reg-to-reg timing path is delay_cnt[15]. The total cells reported by yosys after synthesis is 281. In this run, synthesis produced a sequential element count of 19.

The area overhead of the layout relative to synthesis is 69.6%. In this run the number of H-tree levels came out at 1. The pin count of the biggest net entering global routing is 24.

Per the CTS log, the buffer count on the longest clock path is 2. The fraction of power consumed by combinational cells is 0.400. The mean area per synthesized cell is 7.97 µm².

The number of cells in the design after placement is ~500. Measured along the y axis, the die boundary spans 121 µm. STA classifies the critical path endpoint as an output pin. The total net switching power is 0.000157 W. The total number of yosys warnings is 1.

The post-synthesis instance total is 281. The number of cells on the worst reg-to-reg path is 8. The total setup violations reported at the end of the flow is 5. The most common flop cell mapped by yosys is sky130_fd_sc_hd__dfrtp_1. The top achievable clock speed is 233 MHz. The worst path arrival time is between 3000 and 4000 ps. The tool warning count is 49. The sink of the worst hold path is delay_cnt[16]. STA lists the startpoint of the worst register-to-register path as delay_cnt[0].

The internal portion of the total power is 0.000354 W. The number of violations of the max-capacitance limit is 0. The CTS tree is done. The global-route wire length before repair is ~12 mm. Of the total power, the share spent switching nets is 0.308. The proportion of synthesized flip-flops having asynchronous set or reset is 1.00. The detailed router placed roughly 2.5k vias in this run. The final non-filler cell total is 534.

The routed design shows a via density per instance of 4.76. The post-route worst hold slack is 465 ps. The worst setup slack for register-to-register paths is 2100 ps. The total die size is 0.0146 mm².

The uppermost layer routed is met4. Of all nets on the critical path, the largest fanout is 3. For this design, the sink count on the clock tree is 19. The later pin in the worst-skew pair is clocked with a latency of 250 ps. The congestion estimate from routability-driven global placement came to 0.959.

Post-synthesis, Yosys gives the total cell area as 0.00224 mm². The starting utilization of the core area is 0.227. The final reports fail on negative setup slack. The class of the most critical setup path is in -> out. According to the I/O placement log, the pin count is 30. The number of flops mapped to enable cells by yosys is 0.

The startpoint type of the worst setup path is an input port. Counting I/O delays and the setup requirement, the final critical path takes 4300 ps. The clock arrives with 7.19 ps of skew. The peak supply drop is 0.176 mV. The global routing report lists combined usage of all routing layers as 0.0982. Per the OpenROAD floorplan log, the area of the core is 0.00986 mm². Total power normalized to cell area comes to 135 mW/mm².

For the worst min-delay path, the startpoint reported by OpenROAD is delay_cnt[16]. The initial antenna violation count is 0. The via count of the first global-routing pass is 2398. Detailed routing placed a total of 398 µm of wire on met3. Per the log, the first TritonRoute iteration ended with a DRC count of ~170. The run finished, with violations left. Setup repair after global routing could not meet its margin everywhere.

In this run the tightest slew margin relative to its limit is 0.466. The cell sitting at the root of the clock tree is a sky130_fd_sc_hd__clkbuf_8. STA reports the tightest min-delay check as being of type reg -> reg.

The top cell types in the final layout, fill and taps aside, are sky130_fd_sc_hd__buf_4 (88), sky130_fd_sc_hd__nand2_1 (23), sky130_fd_sc_hd__nor2_1 (22). The average wire per cell in the routed design is between 10 and 15 µm. The leakage dissipation is 1.66 nW. The final max-slew violation count recorded for this run is 0.
worst max-delay path: cells and delay by family:
kind	cells	cell delay, ps
multiplexers	1	260
adder cells (fa/ha/maj)	2	290
buffers and inverters	3	270
AND-OR/OR-AND	4	720
AND/OR/NAND/NOR	3	1080
power groups by stage:
stage	Combinational, W	Sequential [W]	Clock, W
5_1_grt	0.000220	0.000183	0.000136
6_report	0.000204	0.000183	0.000124
4_1_cts	0.000186	0.000183	0.000129
kinds of logic (layout without fill, tap and decap cells):
kind of cell | after synthesis | count (layout) | share of synthesized area
AND/OR/NAND/NOR | 120 | 120 | 0.294
AND-OR/OR-AND | 69 | 69 | 0.239
buffers and inverters | 34 | 154 | 0.0637
adder cells (fa/ha/maj) | 21 | 21 | 0.117
flip-flops | 19 | 19 | 0.212
XOR/XNOR | 14 | 14 | 0.0547
multiplexers | 4 | 4 | 0.0190
cell usage after synthesis, types with 2 or more instances:
library cell,n,area (µm²)
sky130_fd_sc_hd__xnor2_1,10,87.6
sky130_fd_sc_hd__inv_2,2,7.51
sky130_fd_sc_hd__and3_1,3,18.8
sky130_fd_sc_hd__and2_1,2,12.5
sky130_fd_sc_hd__o21ai_1,2,10.0
sky130_fd_sc_hd__o21ai_0,8,40.0
sky130_fd_sc_hd__and4b_1,2,20.0
sky130_fd_sc_hd__o211a_1,2,20.0
sky130_fd_sc_hd__dfrtp_1,19,475
sky130_fd_sc_hd__nand2_1,25,93.8
sky130_fd_sc_hd__inv_1,17,63.8
sky130_fd_sc_hd__mux2i_1,2,20.0
sky130_fd_sc_hd__o22ai_1,2,12.5
sky130_fd_sc_hd__or3_1,2,12.5
sky130_fd_sc_hd__o31ai_1,3,22.5
sky130_fd_sc_hd__nand2b_1,5,31.3
sky130_fd_sc_hd__a21oi_1,15,75.1
sky130_fd_sc_hd__nor2_1,25,93.8
sky130_fd_sc_hd__nor4_1,8,50.1
sky130_fd_sc_hd__o311a_1,3,30.0
sky130_fd_sc_hd__o21a_1,2,15.0
sky130_fd_sc_hd__nor3_1,10,50.1
sky130_fd_sc_hd__ha_1,21,263
sky130_fd_sc_hd__nand3b_1,3,22.5
sky130_fd_sc_hd__a22oi_1,2,15.0
sky130_fd_sc_hd__nand4_1,3,18.8
sky130_fd_sc_hd__clkbuf_1,7,26.3
sky130_fd_sc_hd__a211oi_1,5,37.5
sky130_fd_sc_hd__nor3b_1,3,22.5
sky130_fd_sc_hd__o211ai_1,7,52.6
sky130_fd_sc_hd__nor4bb_1,2,20.0
sky130_fd_sc_hd__buf_2,6,30.0
sky130_fd_sc_hd__nor2b_1,6,37.5
sky130_fd_sc_hd__xor2_1,4,35.0
sky130_fd_sc_hd__nand3_1,9,45.0
final cells by class:
class | instances | area, µm²
fill | 927 | 6060
multi-input combinational | 228 | 1990
timing repair buffer | 130 | 1050
sequential | 19 | 475
tap | 133 | 166
inverter | 20 | 77.6
clock buffer | 3 | 41.3
clock inverter | 1 | 5.00
sequential cells by signal (all words and copies together) (netlist names):
name       flops
disp_dat       2
delay_cnt     17
timing repair:
item                       4_1_cts  5_1_grt
hold buffers                     0        0
setup endpoints to repair        7        7
gates resized                  108       33
setup buffers                   17       11
pin swaps                       24       18
gates cloned                     1        0
worst max path at each step:
| stage | depth (start not counted) | slack (ps) | startpoint | end |
|---|---|---|---|---|
| final | 13 | -100 | data[11] | seg[4] |
| after global routing | 18 | -220 | data[10] | seg[0] |
| after CTS | 13 | -140 | data[11] | seg[4] |
metrics by stage:
step | utilization | total power [W]
finish | 0.385 | 0.000511
global route | 0.385 | 0.000539
CTS | 0.366 | 0.000497
detailed placement | 0.320 | 0.000344
global placement | 0.320 | 0.000345
floorplan | - | 0.000261
routing by layer:
layer	vias up	track usage
met5	-	0
met3	8	0.0128
met1	1196	0.140
met2	73	0.158
met4	0	0.0143
li1	1266	-
Power figures rest on the tool's default switching activity, not on a simulated workload.
