<file path="config.mk">
export PLATFORM = sky130hd
export DESIGN_NAME = ir
export DESIGN_NICKNAME = ir
export VERILOG_FILES = /design/flow/design.v
export SDC_FILE = /design/flow/constraint.sdc
export NUM_CORES = 4
export LEC_CHECK = 1
export CORE_UTILIZATION = 30
</file>
<file path="run.sh">
#!/bin/bash
# OpenROAD 26Q1-2900-gdf79404cd8, Yosys 0.63+post, stock flow scripts
make -C /OpenROAD-flow-scripts/flow DESIGN_CONFIG=/design/flow/config.mk WORK_HOME=/design/flow/orfs finish
</file>
<file path="design.v">
module ir(clk,rst_n,IR,led_cs,led_db,play,stop,seletor,mute);
  input   clk;  
  input   rst_n;  
  input   IR;  
  output reg [3:0] led_cs;  
  output reg [7:0] led_db;  
  output wire play,stop,seletor,mute;
  reg [7:0] c_endereco, endereco, comando, c_comando;  
  reg [31:0] get_data;      
  reg [5:0]  data_cnt;      
  reg [2:0]  estado_atual, prox_estado;  
  reg error_flag;           
  reg [4:1] botoes_m = 4'b0000;
  reg mudo = 1'b1;
  reg sel = 1'b0;
  reg states;
  localparam s0 = 1'b0;
  localparam s1 = 1'b1;
  reg irda_reg0;        
  reg irda_reg1;        
  reg irda_reg2;        
  wire irda_negedge;  
  wire irda_posedge;  
  wire irda_change;     
  always @ (posedge clk)  
    if(!rst_n)  
      begin
        irda_reg0 <= 1'b0;  
        irda_reg1 <= 1'b0;  
        irda_reg2 <= 1'b0;  
      end
    else
      begin
        led_cs<= 4'b0000;  
        irda_reg0 <= IR;  
        irda_reg1 <= irda_reg0;  
        irda_reg2 <= irda_reg1;  
      end
  assign irda_change = irda_negedge | irda_posedge;  
  assign irda_negedge = irda_reg2 & (~irda_reg1);    
  assign irda_posedge = (~irda_reg2) & irda_reg1;    
  reg [10:0] cnt1;       
  reg [8:0]  cnt2;       
  wire verifica_900us;   
  wire verifica_450us;   
  wire high;             
  wire low;              
  always @ (posedge clk)
    if (!rst_n)  
      cnt1 <= 11'd0;  
    else if (irda_change)  
      cnt1 <= 11'd0;  
    else if (cnt1 == 11'd1750)  
      cnt1 <= 11'd0;  
    else
      cnt1 <= cnt1 + 1'b1;  
  always @ (posedge clk)
    if (!rst_n)  
      cnt2 <= 9'd0;  
    else if (irda_change)  
      cnt2 <= 9'd0;  
    else if (cnt1 == 11'd1750)  
      cnt2 <= cnt2 +1'b1;  
  assign verifica_900us = ((217 < cnt2) & (cnt2 < 297)); 
  assign verifica_450us = ((88 < cnt2) & (cnt2 < 168));  
  assign high = ((38 < cnt2) & (cnt2 < 58));             
  assign low  = ((6 < cnt2) & (cnt2 < 26));              
  localparam IDLE_STATE   = 3'b000,  
            ATRASO_900us  = 3'b001,  
            ATRASO_450us  = 3'b010,  
            DATA_STATE    = 3'b100;  
  always @ (posedge clk)
    if (!rst_n)  
      estado_atual <= IDLE_STATE;  
    else
      estado_atual <= prox_estado;  
  always @ ( * )
    case (estado_atual)
      IDLE_STATE: 
        if (~irda_reg1)
          prox_estado = ATRASO_900us;  
        else 
          prox_estado = IDLE_STATE;  
      ATRASO_900us:  
        if (irda_posedge)
        begin
            if (verifica_900us)
              prox_estado = ATRASO_450us;  
            else
              prox_estado = IDLE_STATE;  
          end
        else   
          prox_estado = ATRASO_900us;  
      ATRASO_450us:  
        if (irda_negedge)
          begin
            if (verifica_450us)
              prox_estado = DATA_STATE;  
            else
              prox_estado = IDLE_STATE;  
          end
        else  
          prox_estado = ATRASO_450us;  
      DATA_STATE:  
        if ((data_cnt == 6'd32) & irda_reg2 & irda_reg1)  
          prox_estado = IDLE_STATE;  
        else if (error_flag)  
          prox_estado = IDLE_STATE;   
        else
          prox_estado = DATA_STATE;  
      default:
        prox_estado = IDLE_STATE;  
    endcase
  always @ (posedge clk)
    if (!rst_n)  
		begin
		  data_cnt <= 6'd0;  
		  get_data <= 32'd0;  
		  error_flag <= 1'b0;  
		end
	 else if (estado_atual == IDLE_STATE)  
      begin
        data_cnt <= 6'd0;  
        get_data <= 32'd0;  
        error_flag <= 1'b0;  
      end
    else if (estado_atual == DATA_STATE)  
      begin
        if (irda_posedge)   
          begin
            if (!low)   
              error_flag <= 1'b1;  
          end
        else if (irda_negedge)   
          begin
            if (low)  
              get_data[0] <= 1'b0;
            else if (high)  
              get_data[0] <= 1'b1;
            else
              error_flag <= 1'b1;  
            get_data[31:1] <= get_data[30:0];  
            data_cnt <= data_cnt + 1'b1;  
          end
      end
  always @ (posedge clk)
    if (!rst_n)  
		begin
		 c_comando <= 8'b0;  
		 comando  <= 8'b0;
		 endereco <= 8'b0;
		 c_endereco <= 8'b0;
		end
    else if ((data_cnt ==6'd32) & irda_reg1)
		begin
		 c_comando <= get_data[7:0];   
		 comando <= get_data[15:8];  
		 endereco <= get_data[23:16]; 
		 c_endereco <= get_data[31:24]; 
		end
	  else
		begin
		 comando <= 0;  
	end
  always@(posedge clk) 
  begin
    case(comando)
      8'h68: botoes_m[1] = 1'b1;   
      8'h30: botoes_m[2] = 1'b1;   
      8'h18: botoes_m[3] = 1'b1;   
      8'h7A: botoes_m[4] = 1'b1;   
      8'h10: led_db = 8'b1_001_1001;   
      8'h38: led_db = 8'b1_001_0010;   
      8'h5A: led_db = 8'b1_000_0010;   
      8'h42: led_db = 8'b1_111_1000;   
      8'h4A: led_db = 8'b1_000_0000;   
      8'h52: led_db = 8'b1_001_0000;   
		8'h22: led_db = 8'b1_010_0000;   
		8'h02: led_db = 8'b1_000_0011;   
		8'hC2: led_db = 8'b1_100_0110;   
		8'hE0: led_db = 8'b1_010_0001;   
		8'hA8: led_db = 8'b1_000_0110;   
      default: botoes_m = 4'b0000;
    endcase
	 if (botoes_m == 1'b1)
	 begin
		mudo = ~mudo;
	 end
	case(states)
		s0:
			if(botoes_m[2] == 1'b1)
			begin
				states <= s1;
			end
		s1:
			if(botoes_m[4] == 1'b1)
			begin
				states <= s0;
			end
	endcase
	case(states)
		s0:
			if(botoes_m[3] == 1'b1)
			begin
				sel <= ~sel;
			end
		s1:
			if(botoes_m[3] == 1'b1)
			begin
				sel <= sel;
			end
	endcase
  end
  assign mute = mudo;
  assign play = botoes_m[2];
  assign seletor = sel;
  assign stop =botoes_m[4];
endmodule 
</file>
<file path="constraint.sdc">
current_design ir

set clk_period 3.4
set clk_io_pct 0.2

create_clock -name clk0 -period $clk_period [get_ports {clk}]

set non_clock_inputs [all_inputs -no_clocks]
set_input_delay [expr $clk_period * $clk_io_pct] -clock clk0 $non_clock_inputs
set_output_delay [expr $clk_period * $clk_io_pct] -clock clk0 [all_outputs]
</file>
==> results.txt <==
Implementation numbers.

- The number of global-route vias before repair is 2254.
- The final antenna-violating net count reads 0.
- The setup total negative slack is 0 ps.
- The post-detailed-route via-to-cell ratio is 4.71.
- The number of placed I/O pins reads 19.
- The half-perimeter wire length of the detailed placement result reads 3.72 mm.
- The flow ran to the end, and the final reports show no timing, DRC or antenna violations.
- The number of distinct library cells after synthesis is 60.
- The number of H-tree levels reads 3.
- For the worst setup path, the data required time is 3450 ps.
- The kind of end point of the critical path reads a flop.
- The placed cell count reads 497.
- The report lists the power per cell area as 442 nW/um2.
- The design internal power is 1.29 mW.
- The maximum buffer depth of the clock tree reads 2.
- In this run, synthesis produced a sequential element count of 72.
- The final cell count without fillers reads 513.
- Checking max transition, the worst relative margin is 49.9%.
- The gate count after technology mapping reads 366.
- The minimum clock period after layout is 2270 ps.
- The final weighted congestion of routability-driven global placement is 0.850.
- Per the breakdown, switching nets consume 21.1% of all power.
- Setup repair after global routing left no endpoint under its margin.
- The timing-limited maximum frequency is 441 MHz.
- The async set-reset flop share out of synthesis is 0%.
- The cell sitting at the root of the clock tree is a sky130_fd_sc_hd__clkbuf_8.
- The CTS tree reads built.
- The count of warning messages emitted by the tools is 28.
- The register area share after synthesis is 46.7%.
- The aggregate global routing overflow is 0.
- Summed over all routing layers, the global router reports a total usage of 10.4%.
- The maximum fanout along the worst path is 15.
- The antenna diode count reads 0.
- The number of antenna violations at the first check in global routing was 0.
- The number of placement rows reads 37.
- The share of the core area taken by cells at floorplan is 31.3%.
- The clock net in this run drives a total of 72 sinks.
- The buffer count from post-CTS setup fixing is 0.
- Per the OpenROAD floorplan log, the width of the die is 107 um.
- The OpenROAD report gives the critical path a data arrival time of 2320 ps.
- The count of buffers from port buffering is 13.
- In this run, the clock network consumes 45.0% of the power.
- The cell count in the Yosys report is 366.
- The flow measured a signed area growth from synthesis to layout of 12.7%.
- The first-pass iteration count of the detailed router is 4.
- The count of unresolved DRC violations after routing is 0.
- The number of instances resized during post-cts repair is 0.
- The clock latency on the worst-skew pair reads 340 ps.
- The net load switching power is 0.344 mW.
- STA classifies the critical path startpoint as a flop.
- The critical path is of the flop to flop type.
- Entering global routing, the biggest net connects 24 pins.
- TritonRoute output was used to compute an average wire per cell of 10.7 um.
- The core occupancy in the finished layout is 35.3%.
- The slew of the pin with the lowest slew margin reads 750 ps.
- The worst VDD IR drop from the latest analysis is 0.242 mV.
- For this run, the chip area from Yosys synthesis comes to 3280 um2.
- The reported leakage power is 1.35 nW.
- The post-CTS clock slew at the launch and capture registers of the worst setup and hold paths reads 80 ps.
- According to the floorplan report, the die height is 107 um.
- Setup violations remaining at the end of the flow were counted as 0.
- The synthesized design contains 9 enable-type register cells.
- The final number of max-transition violations is 0.
- The violation tally from detailed-route iteration zero reads 80.
- The final critical-path setup slack reads 1130 ps.
- The clock arrives with 11.4 ps of skew.
- The number of clock buffers inserted by TritonCTS reads 9.
- The flow reports that sequential cells draw 53.2% of the design power.
- The number of maximum-capacitance constraint violations reads 0.
- Before any placement, the netlist area is recorded as 3280 um2.
- The power consumption is 1.63 mW.
- Prior to clock tree synthesis, the placed netlist has a worst setup slack of 907 ps.
- The most used flip-flop cell after synthesis is sky130_fd_sc_hd__dfxtp_1.
- The type of the worst min-delay path is flop to flop.
- The wire length of the first global-routing pass is 9.76 mm.
- The combinational group share of total power is 1.8%.
- The total routed wirelength is 5.50 mm.
- The number of hold-slack violations in the final timing report reads 0.
- The tally of yosys warning messages reads 1.
- The detailed router placed 2416 vias in this run.
- The fraction of final layout cells sized beyond drive strength 1 is 7.43%.
- The ratio of final minimum period to clock period reads 66.8%.
- The standard cell core area reads 10500 um2.
- The chip occupies 11300 um2.
- A synthesized cell averages 8.96 um2.
- The post-CTS hold buffer count recorded in the log is 0.
==> cell families after synthesis <==
group / count (synthesis) / synth area share [%]
flip-flops: 72 / 46.7
adder cells (fa/ha/maj): 7 / 2.67
AND-OR/OR-AND: 57 / 11.1
other: 2 / 0.229
multiplexers: 2 / 0.649
AND/OR/NAND/NOR: 166 / 27.4
XOR/XNOR: 20 / 5.34
buffers and inverters: 40 / 5.92
==> cells in the mapped netlist, drive strengths merged, types with 2 or more instances <==
master | instances | area, um2
o22ai | 3 | 18.8
nand4 | 6 | 43.8
nor2 | 41 | 154
clkbuf | 6 | 23.8
nor4b | 3 | 41.3
nor3 | 6 | 41.3
ha | 7 | 87.6
o211ai | 2 | 15.0
and4b | 2 | 20.0
xnor2 | 8 | 70.1
or3 | 2 | 12.5
buf | 17 | 106
a31oi | 3 | 18.8
nor4bb | 3 | 30.0
a21o | 2 | 15.0
nor2b | 5 | 31.3
nand3b | 2 | 15.0
a311o | 3 | 30.0
a32oi | 2 | 17.5
nand2 | 50 | 188
a21oi | 23 | 115
nand4b | 2 | 17.5
nor3b | 5 | 42.5
a22oi | 2 | 15.0
and3 | 14 | 88.8
edfxtp | 9 | 270
dfxtp | 63 | 1260
nand3 | 12 | 60.1
xor2 | 12 | 105
and2 | 7 | 43.8
inv | 17 | 63.8
conb | 2 | 7.51
o21ai | 8 | 40.0
==> power by group through the flow <==
| stage | logic, mW | clock network (mW) | registers (mW) |
|---|---|---|---|
| CTS | 0.0296 | 0.756 | 0.869 |
| global route | 0.0332 | 0.795 | 0.870 |
| finish | 0.0293 | 0.734 | 0.869 |
==> sequential cells by signal, indices dropped and copies added, names as in the netlist, 4 cells and up <==
| register | cells |
|---|---|
| estado_atual | 4 |
| cnt2 | 9 |
| get_data | 16 |
| led_db | 7 |
| botoes_m | 4 |
| data_cnt | 6 |
| cnt1 | 11 |
| comando | 8 |
==> final timing paths <==
kind                     endpoint  cells past startpoint             startpoint  slack (ps)
max                mudo$_DFFE_PN_                      5  comando[5]$_SDFF_PN0_        1130
min reg2reg  irda_reg1$_SDFF_PN0_                      1   irda_reg0$_SDFF_PN0_         450
max reg2reg        mudo$_DFFE_PN_                      5  comando[5]$_SDFF_PN0_        1130
min          irda_reg1$_SDFF_PN0_                      1   irda_reg0$_SDFF_PN0_         450
==> stage by stage <==
stage	instance area [um2]	hold slack (ps)
2_1_floorplan	3290	412
4_1_cts	3690	453
5_1_grt	3690	472
6_report	3690	452
3_3_place_gp	3470	424
3_5_place_dp	3470	423
==> critical path: stages (launching register included) <==
cell and delay (ps):
sky130_fd_sc_hd__dfxtp_1 600, sky130_fd_sc_hd__nor3b_1 550, sky130_fd_sc_hd__a22oi_1 190, sky130_fd_sc_hd__o22ai_1 290, sky130_fd_sc_hd__nor2_1 130, sky130_fd_sc_hd__nor3_1 220
==> final cells by class <==
type | instances | area, um2
Fill cell | 1073 | 6770
Multi-Input combinational cell | 257 | 1560
Sequential cell | 72 | 1530
Tap cell | 136 | 170
Timing Repair Buffer | 15 | 145
Clock buffer | 9 | 124
Clock inverter | 7 | 95.1
Inverter | 17 | 63.8
==> cells in the final DEF (no fill, tap or decap), types with 3 or more instances in the layout <==
cell / synthesis / routed
sky130_fd_sc_hd__xnor2_1: 8 / 8
sky130_fd_sc_hd__nand2_1: 50 / 50
sky130_fd_sc_hd__nor4bb_1: 3 / 3
sky130_fd_sc_hd__a21oi_1: 23 / 23
sky130_fd_sc_hd__inv_1: 17 / 17
sky130_fd_sc_hd__nor3_1: 5 / 5
sky130_fd_sc_hd__nor2b_1: 5 / 5
sky130_fd_sc_hd__ha_1: 7 / 7
sky130_fd_sc_hd__o22ai_1: 3 / 3
sky130_fd_sc_hd__nor3b_1: 4 / 4
sky130_fd_sc_hd__nand3_1: 12 / 12
sky130_fd_sc_hd__o21ai_0: 7 / 7
sky130_fd_sc_hd__nand4_1: 5 / 5
sky130_fd_sc_hd__xor2_1: 12 / 12
sky130_fd_sc_hd__clkdlybuf4s50_1: 0 / 13
sky130_fd_sc_hd__a31oi_1: 3 / 3
sky130_fd_sc_hd__nor2_1: 41 / 41
sky130_fd_sc_hd__conb_1: 2 / 5
sky130_fd_sc_hd__and3_1: 13 / 13
sky130_fd_sc_hd__edfxtp_1: 9 / 9
sky130_fd_sc_hd__clkbuf_8: 0 / 9
sky130_fd_sc_hd__and2_1: 7 / 7
sky130_fd_sc_hd__a311o_1: 3 / 3
sky130_fd_sc_hd__dfxtp_1: 63 / 63
==> per-layer routing <==
| metal | vias to the layer above | track usage (%) | wire [um] |
|---|---|---|---|
| li1 | 1256 | - | - |
| met1 | 1119 | 15.2 | 2840 |
| met2 | 34 | 16.8 | 2430 |
| met3 | 7 | 2.00 | 171 |
| met4 | 0 | 1.47 | 57 |
| met5 | - | 0 | 0 |
Power is estimated from default activity; no workload was simulated.
