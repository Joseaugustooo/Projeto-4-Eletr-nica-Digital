==> design.v <==
module contador(
	input clk,play,stop,
	output [4:1] decimo,uni_segundo,dec_segundo,minuto
);
	reg [1:0] states;
	localparam s0 = 2'b00;
	localparam s1 = 2'b01;
	localparam s2 = 2'b10;
	wire div;
	reg [4:1] dec,useg,dseg,min;
	reg dis = 1'b1;
	temporizador 	temp( .Q(div),
								.Clk(clk),
								.Disparo(dis),
								.Overflow(5000000)
						);
	always @(posedge clk)
	begin : L1
		case(states)
			s0:
				if(play == 1'b1)
				begin
					states <= s1;
				end
				else
				begin
					states <= s0;
				end
			s1:
				if(stop == 1'b1)
				begin
					states <= s0;
				end
				else if(play == 1'b1)
				begin
					states <= s2;
				end
			s2:
				if(stop == 1'b1)
				begin
					states <= s0;
				end
				else if(play == 1'b1)
				begin
					states <= s1;
				end
			default: states <= s0;
		endcase
		case(states)
			s0:
			begin
				dec <= 0;
				useg <= 0;
				dseg <= 0;
				min <= 0;
			end
			s1:
			begin
				if(div == 1'b0)
				begin
					if (dec < 9)
					begin
						dec <= dec+1;
					end
					else if (useg < 9)
					begin
						dec <= 0;
						useg <= useg+1;
					end
					else if (dseg < 5)
					begin
						dec <= 0;
						useg <= 0;
						dseg <= dseg+1;
					end
					else if (min < 9)
					begin
						dec <= 0;
						useg <= 0;
						dseg <= 0;
						min <= min+1;
					end
					else
					begin
						dec <= 0;
						useg <= 0;
						dseg <= 0;
						min <= 0;
					end
				end
			end
			s2:
			begin
				dec <= dec;
				useg <= useg;
				dseg <= dseg;
				min <= min;
			end
		endcase
    end
	   assign decimo = dec;
		assign uni_segundo = useg;
		assign dec_segundo = dseg;
		assign minuto = min;
endmodule			
module temporizador 
(
	output Q = 1'b0,
	input Clk,
	input Disparo,
	input [27:0] Overflow
);
	reg [27:0] cnt = 0;
	always @(posedge Clk)	 
	begin
		if ((Disparo) && (cnt == 0)) 
			cnt <= Overflow;
		else if ((!Disparo) && (cnt == 0)) cnt <= 0;
		else cnt <= cnt - 1'b1;
	end
	assign Q = (cnt != 0) ? 1'b1 : 1'b0;
endmodule
==> run.sh <==
#!/bin/bash
# OpenROAD 26Q1-2900-gdf79404cd8, Yosys 0.63+post, stock flow scripts
make -C /OpenROAD-flow-scripts/flow DESIGN_CONFIG=/design/flow/config.mk WORK_HOME=/design/flow/orfs finish
==> config.mk <==
export PLATFORM = sky130hd
export DESIGN_NAME = contador
export DESIGN_NICKNAME = contador
export VERILOG_FILES = /design/flow/design.v
export SDC_FILE = /design/flow/constraint.sdc
export NUM_CORES = 4
export LEC_CHECK = 1
export CORE_AREA = 10 10 81 81
export DIE_AREA = 0 0 91 91
==> constraint.sdc <==
current_design contador

set clk_period 2.2
set clk_io_pct 0.2

create_clock -name clk0 -period $clk_period [get_ports {clk}]

set non_clock_inputs [all_inputs -no_clocks]
set_input_delay [expr $clk_period * $clk_io_pct] -clock clk0 $non_clock_inputs
set_output_delay [expr $clk_period * $clk_io_pct] -clock clk0 [all_outputs]
==> run notes <==
On the backend side, the flow ran end to end.

Setup repair after global routing left no endpoint under its margin. Detailed-route iteration 0 reported a violation count of 17. The clock latency on the worst-skew pair stands at 0.25 ns.

Ranking logic cells in the layout by count gives the top entries sky130_fd_sc_hd__edfxtp_1 (18), sky130_fd_sc_hd__clkdlybuf4s50_1 (18), sky130_fd_sc_hd__nor2_1 (15). The number of vias per cell stands at 3.81. The number of gates resized after CTS was 0. The max-slew violation total from the final report stands at 0.

The stage-log warning count stands at 29. 0 antenna diodes ended up in the layout. According to the Yosys statistics, the synthesized design has a chip area of 961 um2.

The synthesized netlist was found by Yosys to have 88 cells. Summing the sequential cell areas from Yosys gives 56.3% of the chip area. The overall track demand over capacity in global routing stands at 4.78%. The DRC violation total left in the routed layout is recorded as 0. The die is 91 um tall. The count of buffers added by post-CTS timing repair for setup stands at 0. The critical path is of the register to register type. The initial antenna violation count stands at 0. The synthesis stat section lists a flop and latch total of 18. The final critical delay including setup and external delays stands at 1.71 ns. The number of antenna-violating nets in the routed design stands at 0.

STA reports the tightest min-delay check as being of type register to register. The final power report lists total power as 1.81 mW. Recorded from the global router log, the overflow total was 0.

The via count of the first global-routing pass stands at 729. The transition at the pin with the smallest max-transition slack stands at 0.465 ns. The port buffer count stands at 18. Dividing total power by cell area gives a power density of 1430 nW/um2. The fraction of layout instances using a drive strength above 1 stands at 4.55%.

The chip width stands at 91 um. Wires add up to 1910 um. The area growth from synthesis to layout stands at 32.2%. The area of the core region stands at 4820 um2. The final timing report lists a hold violation count of 0. The number of buffers created by CTS stands at 3. After its last routability iteration, the placer logged a weighted congestion of 0.806. The signal arrival time at the worst endpoint stands at 1.63 ns. Once the floorplan was initialized, standard cells occupied 19.9% of the core.

The post-synth design cell area stands at 961 um2. The final layout report lists a filler cell count of 507. The floorplan die area stands at 8280 um2.

The data required time of the worst path stands at 2.12 ns. The number of top-level design ports stands at 19. The detailed-placement wirelength estimate stands at 1500 um. The total number of placement rows stands at 25. STA classifies the critical path startpoint as a register. The utilization after layout stands at 26.4%. The share of the cycle needed by the critical path after routing stands at 77.8%.

Across all hold checks on the routed design, the worst slack comes to 0.621 ns. The worst setup path is captured at a register. The remaining max-slew budget at the tightest pin stands at 68.7%. The first global-routing pass estimated 3330 um of wire. In this run the maximum-capacitance check reported violations numbering 0. The tree built by TritonCTS fans out to 18 sinks. In this run the worst path has a maximum fanout of 5. The pin count of the biggest net entering global routing stands at 11.

Summed over all cells, the static leakage comes to 0.486 nW. The fmax stands at 584 MHz. Between clock sinks in the finished design, the worst skew comes to 0.00381 ns. Hold repair after CTS inserted 0 buffers.

The tree is rooted in a sky130_fd_sc_hd__clkbuf_8. On the worst setup and hold paths after CTS, the clock-pin slew comes to 0.07 ns. The warning tally printed by Yosys for this design is 3. The worst-case IR drop observed on VDD is 0.393 mV.

The flow ran to the end, and the final reports show no timing, DRC or antenna violations. The post-synthesis area per instance stands at 10.9 um2. In the log, the iteration count for the first detailed-route pass is 4.

In the final timing run, aggregate negative setup slack is 0 ns. The count of different cell masters after synthesis stands at 18. The number of instances in the synthesized netlist stands at 88. The number of vias after detailed routing stands at 675.

The final number of setup-violating endpoints stands at 0. TritonCTS built the clock tree. The routed wire length per instance stands at 10.8 um. The H-tree depth stands at 1.

The clock passes through at most 2 buffers.
sequential cells by signal, summed over array words and instances (netlist names):
name / cells
dec: 4
useg: 4
min: 4
states: 2
dseg: 4
per-layer routing:
metal,global-route usage (%),routed length [um],part of all wire (%)
met3,3.07,235,12
met1,5.54,793,42
met5,0,0,0
met2,7.52,868,45
met4,0.653,12,0.63
report_power, final:
| part | switching [mW] | internal [mW] |
|---|---|---|
| registers | 0.171 | 0.638 |
| logic | 0.344 | 0.432 |
| clock network | 0.104 | 0.124 |
| total | 0.619 | 1.19 |
area by class of cell:
| type | instances | area [um2] | area share [%] |
|---|---|---|---|
| inverters | 14 | 52.6 | 4.14 |
| clock inverters | 1 | 3.75 | 0.296 |
| well taps | 67 | 83.8 | 6.60 |
| multi-input cells | 56 | 368 | 29.0 |
| repair buffers | 18 | 180 | 14.2 |
| flip-flops and latches | 18 | 541 | 42.6 |
| clock buffers | 3 | 41.3 | 3.25 |
worst max-delay path, cell delays in order, from the launching register on:
cell and delay (ns):
sky130_fd_sc_hd__edfxtp_1 0.42, sky130_fd_sc_hd__inv_1 0.07, sky130_fd_sc_hd__ha_1 0.21, sky130_fd_sc_hd__a221o_1 0.34, sky130_fd_sc_hd__nor3_2 0.34
synth_stat cells, drive strengths merged:
library cell,n,share of area [%]
nor3,2,1.6
nand2b,2,1.3
nor2b,6,3.9
nand3,4,2.1
xnor2,4,3.6
and3,1,0.65
a221o,1,1.0
edfxtp,18,56
o21a,1,0.78
and2b,1,0.91
or3,1,0.65
a21oi,4,2.1
o21ai,4,2.1
nor2,15,5.9
ha,8,10
and2,2,1.3
inv,14,5.5
final timing paths:
kind / startpoint / end / slack [ns] / cells past startpoint
worst min-delay path: min[4] / min[4] / 0.62 / 2
worst min register to register: min[4] / min[4] / 0.62 / 2
worst max-delay path: dec[1] / min[1] / 0.49 / 4
worst max register to register: dec[1] / min[1] / 0.49 / 4
kinds of logic after synthesis:
family                   synth area share [%]
AND/OR/NAND/NOR                          18.2
flip-flops                               56.3
buffers and inverters                    5.47
AND-OR/OR-AND                            5.99
adder cells (fa/ha/maj)                  10.4
XOR/XNOR                                 3.65
through the flow:
step                worst slack (ns)  instance area [um2]  std cells
finish                         0.488                 1270        177
global route                   0.403                 1270        177
CTS                            0.482                 1270        177
detailed placement             0.501                 1220        173
global placement               0.575                 1220        173
floorplan                      0.650                  961         88
No activity file was given, so power comes from the tool's default toggle rates.
